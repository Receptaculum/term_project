===== ./config.mk =====
export PLATFORM = sky130hd
export DESIGN_NAME = eight_bit_1_4_demux
export DESIGN_NICKNAME = eight_bit_1_4_demux
export VERILOG_FILES = /design/flow/design.v
export SDC_FILE = /design/flow/constraint.sdc
export NUM_CORES = 4
export LEC_CHECK = 1
export CORE_AREA = 10 10 70 70
export DIE_AREA = 0 0 80 80

===== ./constraint.sdc =====
current_design eight_bit_1_4_demux

set clk_period 1.0
set clk_io_pct 0.2

create_clock -name clk0 -period $clk_period

set non_clock_inputs [all_inputs -no_clocks]
set_input_delay [expr $clk_period * $clk_io_pct] -clock clk0 $non_clock_inputs
set_output_delay [expr $clk_period * $clk_io_pct] -clock clk0 [all_outputs]

===== ./design.v =====
`timescale 1ns / 1ps
module eight_bit_1_4_demux (a, s0, s1, out1, out2, out3, out4);
	input [7:0] a;
	input s0, s1;	
	output [7:0] out1, out2, out3, out4;
	one_bit_1_4_demux demux_0 (.a(a[0]), .s0(s0), .s1(s1), .out1(out1[0]), .out2(out2[0]), .out3(out3[0]), .out4(out4[0]));
	one_bit_1_4_demux demux_1 (.a(a[1]), .s0(s0), .s1(s1), .out1(out1[1]), .out2(out2[1]), .out3(out3[1]), .out4(out4[1]));
	one_bit_1_4_demux demux_2 (.a(a[2]), .s0(s0), .s1(s1), .out1(out1[2]), .out2(out2[2]), .out3(out3[2]), .out4(out4[2]));
	one_bit_1_4_demux demux_3 (.a(a[3]), .s0(s0), .s1(s1), .out1(out1[3]), .out2(out2[3]), .out3(out3[3]), .out4(out4[3]));
	one_bit_1_4_demux demux_4 (.a(a[4]), .s0(s0), .s1(s1), .out1(out1[4]), .out2(out2[4]), .out3(out3[4]), .out4(out4[4]));
	one_bit_1_4_demux demux_5 (.a(a[5]), .s0(s0), .s1(s1), .out1(out1[5]), .out2(out2[5]), .out3(out3[5]), .out4(out4[5]));
	one_bit_1_4_demux demux_6 (.a(a[6]), .s0(s0), .s1(s1), .out1(out1[6]), .out2(out2[6]), .out3(out3[6]), .out4(out4[6]));
	one_bit_1_4_demux demux_7 (.a(a[7]), .s0(s0), .s1(s1), .out1(out1[7]), .out2(out2[7]), .out3(out3[7]), .out4(out4[7]));
endmodule
`timescale 1ns / 1ps
module one_bit_1_4_demux (a, s0, s1, out1, out2, out3, out4);
	input a;
	input s0, s1;	
	output out1, out2, out3, out4;
	wire not_1_output, not_2_output;
	wire and_1_output, and_3_output, and_5_output, and_7_output;
	not_gate not_op_1 (.a(s1), .out(not_1_output));
	not_gate not_op_2 (.a(s0), .out(not_2_output));
	and_gate and_op_1 (.a(not_1_output), .b(not_2_output), .out(and_1_output));
	and_gate and_op_2 (.a(not_1_output), .b(s0), .out(and_3_output));
	and_gate and_op_3 (.a(s1), .b(not_2_output), .out(and_5_output));
	and_gate and_op_4 (.a(s1), .b(s0), .out(and_7_output));
	and_gate and_op_5 (.a(and_1_output), .b(a), .out(out1));
	and_gate and_op_6 (.a(and_3_output), .b(a), .out(out2));
	and_gate and_op_7 (.a(and_5_output), .b(a), .out(out3));
	and_gate and_op_8 (.a(and_7_output), .b(a), .out(out4));
endmodule
`timescale 1ns / 1ps
module and_gate (a, b, out); 
	input a, b;
	output out;
	assign out = a & b;
endmodule
`timescale 1ns / 1ps
module not_gate (a, out); 
	input a;
	output out;
	assign out = !a;
endmodule

===== ./run.sh =====
#!/bin/bash
# OpenROAD 26Q1-2900-gdf79404cd8, Yosys 0.63+post, stock flow scripts
make -C /OpenROAD-flow-scripts/flow DESIGN_CONFIG=/design/flow/config.mk WORK_HOME=/design/flow/orfs finish

==> results.txt <==
violated checks -> negative setup slack
total die size -> 6400 um2
cell count after synthesis -> 70
aggregate routed wire length -> 2.02 mm
Setup violations, final -> 21
detailed-placement wirelength estimate -> 1.23 mm
shortest clock period the worst path allows after layout -> 1.06 ns
worst-margin pin slew -> 0.124 ns
maximum fanout encountered on the critical timing path -> 4
via count of the first global-routing pass -> 575
kind of end point of the critical path -> output pin
Vias per Instance -> 3.69
register area share after synthesis -> 0%
MI comb area -> 310 um2
number of routed nets with antenna violations -> 0
worst endpoint required time -> 0.80 ns
total global-route track usage -> 6.16%
maximum number of pins on one net before global-route repair -> 8
Worst VDD drop -> 0.143 mV
count of pins over their slew limit -> 0
Chip Height -> 80 um
total number of sequential cells -> 0
critical path startpoint -> s1
number of top-level pins -> 42
status -> finished with violations
fmax -> 940 MHz
count of filler cells inserted in the layout -> 360
worst min-delay path startpoint -> a[1]
count of routing violations after the opening detailed-route iteration -> 4
Synth Area per Inst -> 7.97 um2
PwrDens -> 342 nW/um2
Overall Power -> 0.343 mW
# rows -> 21
number of cell instances after yosys synthesis -> 70
antenna diode count -> 0
total vias in the final route -> 517
unique cell type count in the Yosys netlist -> 5
worst-case setup slack after placement -> -0.778 ns
Area growth syn-to-layout -> 79.6%
first-pass GRT wire length -> 3.20 mm
layout cells sized above 1 -> 72.3%
area of the synthesized netlist per yosys stat -> 558 um2
worst hold path stage count -> 3
period utilisation layout -> 106%
Hold Crit Class -> input pin to output pin
DR pass1 iterations -> 2
antenna violations before repair -> 0
PortBufs -> 42
GR Overflow Total -> 0
Post-Synthesis Cell Area -> 558 um2
category of the worst setup path launch point -> input pin
Layout clock buffers -> 0
smallest setup slack after layout -> -0.0638 ns
Setup Total Neg Slack -> -0.738 ns
tally of OpenROAD warnings -> 34
Warnings, synthesis -> 0
final tally of hold violations -> 0
count of hold-fix buffers inserted at cts -> 0
Max Cap Violations -> 0
Die X-Extent -> 80 um
DRC Markers -> 0
initial core utilization -> 16.3%
Placeable Area -> 3420 um2
Placer Congestion -> 0.683
area used by sequential logic in the layout -> 0 um2
Hold Worst Slack -> 0.738 ns
reported leakage power -> 0.566 nW
RSZ-0062 raised after global routing -> yes
signal arrival time at the worst endpoint -> 0.86 ns
worst slew margin relative to its limit -> 91.7%
DR WL/cell -> 14.5 um
class of the most critical setup path -> input pin to output pin
final core occ -> 29.3%
[critical path: stages]
cell and delay, ns:
sky130_fd_sc_hd__buf_12 0.12, sky130_fd_sc_hd__bufbuf_16 0.25, sky130_fd_sc_hd__and3b_1 0.20, sky130_fd_sc_hd__buf_2 0.09
[cell families (layout without fill, tap and decap cells)]
kind of cell | Yosys count | in the layout | synth area share, %
buffers and inverters | 38 | 62 | 55.2
and+or+nand+nor | 32 | 32 | 44.8
[layout make-up]
cell class | count | area share [%]
well taps | 46 | 5.74
multi-input cells | 32 | 31.0
repair buffers | 62 | 63.3
[power by group]
part	total (mW)	switching [mW]	internal, mW	leakage, nW
logic	0.343	0.103	0.239	0.566
clock network	0	0	0	0
registers	0	0	0	0
[cell usage in the layout, fill, tap and decap left out]
| cell | count |
|---|---|
| sky130_fd_sc_hd__clkdlybuf4s15_2 | 3 |
| sky130_fd_sc_hd__and3b_1 | 16 |
| sky130_fd_sc_hd__and3_4 | 4 |
| sky130_fd_sc_hd__clkdlybuf4s15_1 | 6 |
| sky130_fd_sc_hd__bufbuf_16 | 1 |
| sky130_fd_sc_hd__buf_6 | 10 |
| sky130_fd_sc_hd__buf_12 | 4 |
| sky130_fd_sc_hd__nor3b_2 | 8 |
| sky130_fd_sc_hd__and3_1 | 4 |
| sky130_fd_sc_hd__buf_4 | 2 |
| sky130_fd_sc_hd__buf_8 | 3 |
| sky130_fd_sc_hd__buf_16 | 4 |
| sky130_fd_sc_hd__buf_2 | 25 |
| sky130_fd_sc_hd__clkbuf_2 | 4 |
[through the flow]
| stage | instances | area [um2] |
|---|---|---|
| finish | 140 | 1000 |
| global route | 140 | 1000 |
| CTS | 140 | 1010 |
| detailed placement | 125 | 791 |
| global placement | 125 | 791 |
| floorplan | 70 | 558 |
[synth_stat cells]
cell type | n | area, um2
sky130_fd_sc_hd__and3_1 | 8 | 50.1
sky130_fd_sc_hd__and3b_1 | 16 | 140
sky130_fd_sc_hd__nor3b_1 | 8 | 60.1
sky130_fd_sc_hd__buf_4 | 32 | 240
sky130_fd_sc_hd__buf_6 | 6 | 67.6
[path summary, 6_finish.rpt]
path,endpoint
hold / removal,out1[1]
setup / recovery,out2[1]
[metal layers]
metal	vias to the layer above	share of wire, %	global-route usage [%]
li1	259	-	-
met4	0	0	0
met5	-	0	0
met2	23	48	10.4
met3	0	12	2.73
met1	235	41	7.51
[what timing repair did]
action                                  CTS  global route
gates cloned                              6             0
endpoints found under the setup margin   32            29
setup buffers                             9             1
gates resized                           159             8
pin swaps                                 7             5
Power is estimated from default activity; no workload was simulated.
