File: design.v
`timescale 1ns / 1ps
module and_gate (a, b, out); 
	input a, b;
	output out;
	assign out = a & b;
endmodule
`timescale 1ns / 1ps
module not_gate (a, out); 
	input a;
	output out;
	assign out = !a;
endmodule
`timescale 1ns / 1ps
module or_gate (a, b, out); 
	input a, b;
	output out;
	assign out = a || b;	
endmodule
`timescale 1ns / 1ps
module eight_bit_2_1_mux (a, b, s, out);
	input [7:0] a, b; 
	input s;	
	output [7:0] out;
	one_bit_2_1_mux mux_0 (.a(a[0]), .b(b[0]), .s(s), .out(out[0])); 
	one_bit_2_1_mux mux_1 (.a(a[1]), .b(b[1]), .s(s), .out(out[1])); 
	one_bit_2_1_mux mux_2 (.a(a[2]), .b(b[2]), .s(s), .out(out[2])); 
	one_bit_2_1_mux mux_3 (.a(a[3]), .b(b[3]), .s(s), .out(out[3])); 
	one_bit_2_1_mux mux_4 (.a(a[4]), .b(b[4]), .s(s), .out(out[4])); 
	one_bit_2_1_mux mux_5 (.a(a[5]), .b(b[5]), .s(s), .out(out[5])); 
	one_bit_2_1_mux mux_6 (.a(a[6]), .b(b[6]), .s(s), .out(out[6])); 
	one_bit_2_1_mux mux_7 (.a(a[7]), .b(b[7]), .s(s), .out(out[7])); 
endmodule
`timescale 1ns / 1ps
module eight_bit_4_1_mux (a, b, c, d, s0, s1, out);
	input [7:0] a, b, c, d;
	input s0, s1;	
	output [7:0] out;
	one_bit_4_1_mux mux_0 (.a(a[0]), .b(b[0]), .c(c[0]), .d(d[0]), .s0(s0), .s1(s1), .out(out[0]));
	one_bit_4_1_mux mux_1 (.a(a[1]), .b(b[1]), .c(c[1]), .d(d[1]), .s0(s0), .s1(s1), .out(out[1]));
	one_bit_4_1_mux mux_2 (.a(a[2]), .b(b[2]), .c(c[2]), .d(d[2]), .s0(s0), .s1(s1), .out(out[2]));
	one_bit_4_1_mux mux_3 (.a(a[3]), .b(b[3]), .c(c[3]), .d(d[3]), .s0(s0), .s1(s1), .out(out[3]));
	one_bit_4_1_mux mux_4 (.a(a[4]), .b(b[4]), .c(c[4]), .d(d[4]), .s0(s0), .s1(s1), .out(out[4]));
	one_bit_4_1_mux mux_5 (.a(a[5]), .b(b[5]), .c(c[5]), .d(d[5]), .s0(s0), .s1(s1), .out(out[5]));
	one_bit_4_1_mux mux_6 (.a(a[6]), .b(b[6]), .c(c[6]), .d(d[6]), .s0(s0), .s1(s1), .out(out[6]));
	one_bit_4_1_mux mux_7 (.a(a[7]), .b(b[7]), .c(c[7]), .d(d[7]), .s0(s0), .s1(s1), .out(out[7]));
endmodule
`timescale 1ns / 1ps
module eight_bit_8_1_mux (a, b, c, d, e, f, g, h, s0, s1, s2, out);
	input [7:0] a, b, c, d, e, f, g, h;
	input s0, s1, s2;	
	output [7:0] out;
	wire [7:0] out_0, out_1;
	eight_bit_4_1_mux mux_1 (.a(a), .b(b), .c(c), .d(d), .s0(s0), .s1(s1), .out(out_0));
	eight_bit_4_1_mux mux_2 (.a(e), .b(f), .c(g), .d(h), .s0(s0), .s1(s1), .out(out_1));
	eight_bit_2_1_mux mux_m (.a(out_0), .b(out_1), .s(s2), .out(out));
endmodule
`timescale 1ns / 1ps
module one_bit_2_1_mux (a, b, s, out);
	input a, b, s;	
	output out;
	wire not_1_output;
	wire and_1_output, and_2_output;
	not_gate not_1(.a(s), .out(not_1_output));
	and_gate and_1(.a(a), .b(not_1_output), .out(and_1_output));
	and_gate and_2(.a(b), .b(s), .out(and_2_output));
	or_gate or_1(.a(and_1_output), .b(and_2_output), .out(out));
endmodule
`timescale 1ns / 1ps
module one_bit_4_1_mux (a, b, c, d, s0, s1, out);
	input a, b, c, d;
	input s0, s1;	
	output out;
	wire not_1_output, not_2_output;
	wire and_1_output, and_2_output, and_3_output, and_4_output,
	     and_5_output, and_6_output, and_7_output, and_8_output;
	wire or_1_output, or_2_output;
	not_gate not_op_1 (.a(s1), .out(not_1_output));
	not_gate not_op_2 (.a(s0), .out(not_2_output));
	and_gate and_op_1 (.a(not_1_output), .b(not_2_output), .out(and_1_output));
	and_gate and_op_2 (.a(not_1_output), .b(s0), .out(and_2_output));
	and_gate and_op_3 (.a(s1), .b(not_2_output), .out(and_3_output));
	and_gate and_op_4 (.a(s1), .b(s0), .out(and_4_output));
	and_gate and_op_5 (.a(and_1_output), .b(a), .out(and_5_output));
	and_gate and_op_6 (.a(and_2_output), .b(b), .out(and_6_output));
	and_gate and_op_7 (.a(and_3_output), .b(c), .out(and_7_output));
	and_gate and_op_8 (.a(and_4_output), .b(d), .out(and_8_output));
	or_gate or_op_1 (.a(and_5_output), .b(and_6_output), .out(or_1_output));
	or_gate or_op_2 (.a(and_7_output), .b(and_8_output), .out(or_2_output));
	or_gate or_op_3 (.a(or_1_output), .b(or_2_output), .out(out));
endmodule
File: run.sh
#!/bin/bash
# OpenROAD 26Q1-2900-gdf79404cd8, Yosys 0.63+post, stock flow scripts
make -C /OpenROAD-flow-scripts/flow DESIGN_CONFIG=/design/flow/config.mk WORK_HOME=/design/flow/orfs finish
File: config.mk
export PLATFORM = sky130hd
export DESIGN_NAME = eight_bit_8_1_mux
export DESIGN_NICKNAME = eight_bit_8_1_mux
export VERILOG_FILES = /design/flow/design.v
export SDC_FILE = /design/flow/constraint.sdc
export NUM_CORES = 4
export LEC_CHECK = 1
export CORE_AREA = 10 10 70 70
export DIE_AREA = 0 0 80 80
File: constraint.sdc
current_design eight_bit_8_1_mux

set clk_period 2.1
set clk_io_pct 0.2

create_clock -name clk0 -period $clk_period

set non_clock_inputs [all_inputs -no_clocks]
set_input_delay [expr $clk_period * $clk_io_pct] -clock clk0 $non_clock_inputs
set_output_delay [expr $clk_period * $clk_io_pct] -clock clk0 [all_outputs]
==> impl_metrics.ini <==
; flow metrics
[global_route]
grt_util_all_layers = 0.0864
use_met3 = 0.0295
grt_pass1_wl_um = 4440
met2_usage = 0.139
grt-busiest-layer = met2
antenna_found_initial = 0
grt_pass1_vias = 850
met1_usage = 0.117
grt_start_max_net_pins = 8
grt_remaining_overflow = 0

[power]
ir_worst_vdd_v = 0.0000729
cellLeakagePower_nw = 0.895
pwr-share-seq = 0
clkPwrFrac = 0
p_switching_mw = 0.0610
powerDensity_nw_per_um2 = 183
p_int_mw = 0.210
p_comb_frac = 1.000
total_power_mw = 0.271
p_sw_frac = 0.225

[timing]
max_slew.worst_pin.slew_ns = 0.0909
fin_ws_ns = 0.0130
period_used_share = 0.994
hold_slack_ns = 1.35
slew_headroom = 0.939
min_period_ns = 2.09
timing_hold_violations_final = 0
grt_setup_unrepaired = true
setup_viol = 0
fmax_mhz = 479
drv_slew = 0

[worst_setup_path]
critPathKind = primary input to primary output
critical_path.max_fanout = 1
cp.required_ns = 1.68
arrival_ns = 1.67
critPathLaunchType = primary input
worstSetupEndpointType = primary output

[finish]
ff_count = 0
final_cell_mix = dlymetal6s2s_1 (37), clkdlybuf4s50_1 (17), mux4_2 (16), dlygate4sd2_1 (11)
fin_area_um2 = 1480
lay_top_count = dlymetal6s2s_1
syn_to_final_growth_pct = 135
nClkBuffers = 0
instances_no_fill = 156
mi_logic_area_um2 = 480
seq_area_um2 = 0
fillCellCount = 331
drive_gt1_frac = 0.409

[die]
fp_util = 0.184
coreArea_um2 = 3420
die_x_um = 80
ios = 75
chipArea_um2 = 6400
die_h_um = 80
rows = 21

[route]
routed_wl_um = 2840
wl_per_cell_um = 18.2
via_per_inst = 4.16
drt_iter0_markers = 11
via_count = 649
drtAntennaViolNets = 0
drt_first_pass_iters = 4
drc = 0
antenna_cells = 0

[hold_path]
hp-class = primary input to primary output
hold_depth = 4

[placed_design]
place.gp.congestion = 0.789
hpwlAfterDp_um = 2290
post-place-ws_ns = -0.679
port_buffers = 75
placed_area_um2 = 1380
dpl.cell_count = 152

[run]
warnings = 33
drv_cap = 0

[synthesis]
synth_cells = 37
ys_types = 8
synth_warnings = 0
synth_area_um2 = 628
synth-seq-area-share = 0
ys_area_um2 = 628
yosys-stat-cells = 37
syn_avg_cell_area_um2 = 17.0

[run_status]
status = completed

[cts]
cts_hold_repair.buffers = 0
-- worst paths after layout --
check	startpoint	to
setup / recovery	d[6]	out[6]
hold / removal	h[4]	out[4]
-- logic make-up (layout without fill, tap and decap cells) --
family,count (synthesis),count (layout),share of synthesized area
buffers and inverters,13,86,0.187
multiplexers,24,24,0.813
-- final cells by class --
| cell class | instances | area share |
|---|---|---|
| repair buffers | 86 | 0.636 |
| multi-input cells | 24 | 0.325 |
| well taps | 46 | 0.0389 |
-- per-stage QoR --
step / setup TNS (ns) / util
floorplan: 0 / -
detailed placement: -5.29 / 0.405
CTS: 0 / 0.400
global route: -0.0240 / 0.433
finish: 0 / 0.433
global placement: -5.26 / 0.405
-- routing by layer --
metal,wire length (µm),part of all wire
met4,0,0
met2,1240,0.44
met3,301,0.11
met5,0,0
met1,1300,0.46
-- synth_stat cells --
master / number / share of area
mux2_4: 4 / 0.096
buf_6: 3 / 0.054
clkbuf_1: 1 / 0.0060
buf_4: 8 / 0.096
buf_12: 1 / 0.032
mux4_2: 4 / 0.14
mux2_2: 4 / 0.072
mux4_1: 12 / 0.50
-- critical path, cell delays in order --
cell             delay [ns]
clkdlybuf4s50_1        0.40
mux4_2                 0.46
mux2_4                 0.27
buf_2                  0.12
-- power groups by stage --
stage / Sequential, mW / Clock (mW) / Combinational (mW)
after CTS: 0 / 0 / 0.276
after global routing: 0 / 0 / 0.293
final: 0 / 0 / 0.271
-- repair_timing --
action | 4_1_cts | 5_1_grt
setup endpoints to repair | 8 | 8
resized | 62 | 44
endpoints found under the hold margin | 0 | 0
gates cloned | 1 | 0
buffers inserted | 3 | 0
Power figures rest on the tool's default switching activity, not on a simulated workload.
